[flow/run.sh]
#!/bin/bash
# OpenROAD 26Q1-2900-gdf79404cd8, Yosys 0.63+post, stock flow scripts
make -C /OpenROAD-flow-scripts/flow DESIGN_CONFIG=/design/flow/config.mk WORK_HOME=/design/flow/orfs finish
[flow/config.mk]
export PLATFORM = sky130hd
export DESIGN_NAME = de10_lite_top
export DESIGN_NICKNAME = de10_lite_top
export VERILOG_FILES = /design/flow/design.v
export SDC_FILE = /design/flow/constraint.sdc
export NUM_CORES = 4
export LEC_CHECK = 1
export CORE_AREA = 10 10 85 85
export DIE_AREA = 0 0 95 95
export SYNTH_HDL_FRONTEND = slang
[flow/constraint.sdc]
current_design de10_lite_top

set clk_period 5.6
set clk_io_pct 0.2

create_clock -name clk0 -period $clk_period [get_ports {ADC_CLK_10}]

set non_clock_inputs [all_inputs -no_clocks]
set_input_delay [expr $clk_period * $clk_io_pct] -clock clk0 $non_clock_inputs
set_output_delay [expr $clk_period * $clk_io_pct] -clock clk0 [all_outputs]
[flow/design.v]
module de10_lite_top (
    input  logic        ADC_CLK_10,  
    input  logic [9:0]  SW,          
    input  logic [1:0]  KEY,         
    output logic [9:0]  LEDR         
);
    logic clk_slow;
    logic [24:0] clk_count;
    always_ff @(posedge ADC_CLK_10) begin
        clk_count <= clk_count + 1;
    end
    assign clk_slow = clk_count[24];  
    logic [31:0] rdata1_out;
    regfile #(32, 32) dut (
        .clk(clk_slow),
        .we(~KEY[0]),                
        .waddr(5'd1),                
        .wdata(32'hFFFFFFFF),        
        .raddr1(SW[4:0]),            
        .raddr2(5'd0),
        .rdata1(rdata1_out),
        .rdata2(),
        .fault_enable(SW[9]),
        .fault_addr(SW[4:0]),        
        .fault_mask(32'h00000001),   
        .fault_type(SW[8:7])
    );
    assign LEDR = rdata1_out[9:0];
endmodule
`timescale 1ns/1ps
module regfile #(
    parameter WIDTH = 32,
    parameter DEPTH = 32,
    parameter ADDRW = $clog2(DEPTH)
)(
    input  logic              clk,
    input  logic              we,
    input  logic [ADDRW-1:0]  waddr,
    input  logic [WIDTH-1:0]  wdata,
    input  logic [ADDRW-1:0]  raddr1,
    input  logic [ADDRW-1:0]  raddr2,
    output logic [WIDTH-1:0]  rdata1,
    output logic [WIDTH-1:0]  rdata2,
    input  logic              fault_enable,
    input  logic [ADDRW-1:0]  fault_addr,
    input  logic [WIDTH-1:0]  fault_mask,
    input  logic [1:0]        fault_type   
);
    logic [WIDTH-1:0] mem [0:DEPTH-1];
    initial begin
        for (int i = 0; i < DEPTH; i++) mem[i] = 32'h0;
    end
    always_ff @(posedge clk) begin
        if (we && waddr != 0)
            mem[waddr] <= wdata;
    end
    function automatic [WIDTH-1:0] inject_fault(input [WIDTH-1:0] val, input [ADDRW-1:0] addr);
        if (fault_enable && (addr == fault_addr)) begin
            case (fault_type)
                2'b01: return val ^ fault_mask;    
                2'b10: return val & ~fault_mask;   
                2'b11: return val | fault_mask;    
                default: return val;
            endcase
        end else return val;
    endfunction
    assign rdata1 = (raddr1 == 0) ? 32'h0 : 
                    ((we && (waddr == raddr1)) ? inject_fault(wdata, raddr1) : inject_fault(mem[raddr1], raddr1));
    assign rdata2 = (raddr2 == 0) ? 32'h0 : 
                    ((we && (waddr == raddr2)) ? inject_fault(wdata, raddr2) : inject_fault(mem[raddr2], raddr2));
endmodule
==> flow_summary.yaml <==
# synthesis and place-and-route metrics
status:
  status: "finished, final reports clean"
yosys:
  synth_area_leader_cell: "dfxtp_1"
  top_logic_kind: "simple AND/OR/NAND/NOR gates"
  yosysUniqueCellTypes: 28
  ys_cells: 125
  synth.area.top_cells: "dfxtp_1 40%, xor2_1 9.0%, xnor2_1 7.0%"
  yosys_area_um2: 1260
  yosys_warnings: 0
  top_area_share_pct: 39.8
  most_common_cell: "dfxtp_1"
  edf_count: 1
  postSynthAreaPerCell_um2: 10.1
  ys_sh_mux_pct: 0
  yosys.area_share.xor_xnor_pct: 16.0
  simple_gate_share_pct: 25.7
  synth_adder_area_share_pct: 3.98
  ys_top_cells_by_count: "25 x dfxtp_1, 13 x xor2_1, 10 x nand3_1, 10 x xnor2_1"
  netlist_area_um2: 1260
  syn_inst: 125
  ff_type: "dfxtp_1"
  synthAoiAreaFrac_pct: 3.48
  synthArstFlopShare_pct: 0
  ys_seq_share_pct: 42.1
  ys.flops: 26
final_timing:
  setup_viol: 0
  finalHoldViolCount: 0
  slew_viol_final: 0
  rsz0062_at_grt: "false"
  untimed_endpoints: 1
  finClkSkew_ns: 0.00377
  unclocked_regs: 1
  fin_setup_tns_ns: 0
  fmax_mhz: 249
  timing.final.crit_share_pct: 71.6
  finalCriticalPeriod_ns: 4.01
clock_network:
  cts_hold_buf: 0
  clk_pin_slew_worst_paths_ns: 0.08
  clock_path_buffers: 2
  cts_setup_buffers: 0
  cts_resized: 0
  cts_tree: "done"
  cts_buffers: 3
  clk_latency_ns: 0.26
  root_buffer: "clkbuf_8"
  cts_max_level: 1
detailed_routing:
  routed_wl_mm: 1.90
  antenna_cells: 0
  drtIter0Drc: 24
  vias: 826
  via_per_inst: 3.91
  drt_pass1_iterations: 2
  wl_per_cell_um: 8.98
  drc_errors: 0
  antenna_left: 0
setup_path:
  setup.worst_path.end_class: "output port"
  crit_path_start_kind: "input pin"
  path_delay_family: "buffers and inverters"
  r2r-start: "clk_count[2]$_DFF_P_"
  crit_path_end: "LEDR[0]"
  crit_cells: 8
  arrival_ns: 2.89
  crit_chain: "clkdlybuf4s50_1, inv_1, ha_1, nor2b_1, and3b_1, a31oi_1, o311ai_0, clkdlybuf4s50_1"
  slowest_delay_ns: 0.53
  crit_start: "SW[7]"
  crit_type: "input pin to output port"
  rrSetupSlack_ns: 4.14
  cp.required_ns: 4.48
  r2r-end: "clk_count[23]$_DFF_P_"
  slowest_stage: "clkdlybuf4s50_1"
  path_common_cell: "clkdlybuf4s50_1"
  rr_worst_depth: 4
  cp_max_fo: 3
  cp_num_buf_inv: 3
global_routing:
  use_met1_pct: 6.61
  met3_usage_pct: 1.60
  track_usage_pct: 4.55
  overflow: 0
  grt_use_met2_pct: 6.64
  grt_max_degree: 14
  grt_pass1_wl_mm: 3.47
  grt_pass1_vias: 780
  grt.busiest_layer: "met2"
  antenna_found_initial: 0
power:
  ir_drop_mv: 0.185
  p_leak_nw: 0.603
  power_density_nw_per_um2: 195
floorplan:
  die_h_um: 95
  rows: 27
  num_io_pins: 23
  die_x_um: 95
  core-area_um2: 5470
  initCoreUtil_pct: 23.0
  die_area_um2: 9030
final_layout:
  drive_above_1_share_pct: 10.8
  final_area_um2: 1510
  fillCellCount: 582
  area_growth_pct: 20.2
job:
  log.warning_count: 30
  drv_cap: 0
placement:
  placed_area_um2: 1470
  portBuffers: 19
  dp_hpwl_mm: 1.46
  gp_congestion: 0.781
hold_path:
  min_path_type: "register to register"
==> layer usage <==
layer / up-vias / part of all wire [%]
li1: 442 / -
met1: 360 / 54
met2: 22 / 36
met3: 2 / 9.6
met4: 0 / 0.47
met5: - / 0
==> cell usage in the layout, fill, tap and decap left out <==
cell and instances:
o211a_1 1, clkbuf_1 1, nand2_1 9, nor4_2 2
nand3_1 10, nor2b_1 2, nor2_1 3, a31oi_1 1
a31o_2 1, nand4_1 1, nor3_1 5, nor3_2 6
and3_2 1, a21oi_1 1, clkbuf_8 3, edfxtp_1 1
nand4_4 2, and3b_1 1, inv_1 9, conb_1 1
xnor2_1 10, and3_1 1, ha_1 4, o311ai_0 1
dfxtp_1 25, o21ai_0 1, and4_1 4, clkdlybuf4s50_1 19
xor2_1 13
==> logic make-up (layout without fill, tap and decap cells) <==
group,after synthesis,count (layout)
AOI/OAI and AO/OA,6,6
xor gates and xnor gates,23,23
adders and majority gates,4,4
DFF,26,26
buffers and inverters,18,32
and+or+nand+nor,47,47
other,1,1
==> worst min-delay path by stage <==
stage	startpoint	endpoint	slack (ns)	cells after the start
4_1_cts	clk_count[5]$_DFF_P_	clk_count[5]$_DFF_P_	0.46	1
5_1_grt	clk_count[5]$_DFF_P_	clk_count[5]$_DFF_P_	0.48	1
6_report	clk_count[24]$_DFF_P_	clk_count[24]$_DFF_P_	0.45	1
==> metrics by stage <==
step / util [%] / worst slack (ns) / total power, mW / hold slack [ns] / cells
after floorplan: - / 2.56 / 0.187 / 0.423 / 125
after global routing: 27.6 / 1.42 / 0.311 / 0.484 / 211
after CTS: 27.6 / 1.57 / 0.303 / 0.460 / 211
after global placement: 26.8 / 1.56 / 0.197 / 0.438 / 207
final: 27.6 / 1.59 / 0.295 / 0.452 / 211
after detailed placement: 26.8 / 1.57 / 0.197 / 0.444 / 207
==> state kept, by name (all words and copies together) (netlist names) <==
signal	count
clk_count	25
dut.mem	1
==> area by class of cell <==
cell class / instances / area (um2) / area share [%]
well taps: 72 / 90.1 / 5.96
multi-input cells: 81 / 623 / 41.2
inverters: 9 / 33.8 / 2.23
clock buffers: 4 / 45.0 / 2.98
repair buffers: 19 / 190 / 12.6
flip-flops and latches: 26 / 531 / 35.1
==> report_power, final <==
group          internal (mW)  switching [mW]
sequential             0.178               0
combinational         0.0102         0.00502
clock                 0.0507          0.0511
No activity file was given, so power comes from the tool's default toggle rates.
